===== /design/flow/run.sh =====
#!/bin/bash
# OpenROAD 26Q1-2900-gdf79404cd8, Yosys 0.63+post, stock flow scripts
make -C /OpenROAD-flow-scripts/flow DESIGN_CONFIG=/design/flow/config.mk WORK_HOME=/design/flow/orfs finish

===== /design/flow/config.mk =====
export PLATFORM = sky130hd
export DESIGN_NAME = inc16
export DESIGN_NICKNAME = inc16
export VERILOG_FILES = /design/flow/design.v
export SDC_FILE = /design/flow/constraint.sdc
export NUM_CORES = 4
export LEC_CHECK = 1
export CORE_AREA = 10 10 70 70
export DIE_AREA = 0 0 80 80

===== /design/flow/constraint.sdc =====
current_design inc16

set clk_period 4.5
set clk_io_pct 0.2

create_clock -name clk0 -period $clk_period

set non_clock_inputs [all_inputs -no_clocks]
set_input_delay [expr $clk_period * $clk_io_pct] -clock clk0 $non_clock_inputs
set_output_delay [expr $clk_period * $clk_io_pct] -clock clk0 [all_outputs]

===== /design/flow/design.v =====
module inc16 (
    input  wire [15:0] in,
    output wire [15:0] out
);
    wire [16:0] carry;
  assign carry[0] = 1'b1;    
    genvar i;
    generate
        for (i = 0; i < 16; i = i + 1) begin
            assign out[i] = in[i] ^ carry[i];
            assign carry[i+1] = in[i] & carry[i];
        end
    endgenerate
endmodule

==> run notes <==
Physical implementation.

- The layout has 373 filler cells.
- The layout-stage area growth over the synthesis result is 282%.
- The leakage power figure is 0.251 nW.
- The final setup violation count is 0.
- The most frequent logic cell in the layout is clkdlybuf4s50_1.
- Cell internal power was estimated by the tool at 0.0305 mW.
- The area taken by multi-input logic gates is 349 um^2.
- The yosys-reported design area after synthesis is 188 um^2.
- The worst min-delay path class is in2out.
- The run finished with clean final reports.
- The Yosys warning count is 0.
- The worst-case max-slew headroom was logged as 92.1%.
- The minimum clock period after layout is 4.42 ns.
- The type of the worst setup path is in2out.
- The ratio of cells with drive above 1 in the final layout is 33.3%.
- The worst setup path is captured at an output port.
- For this run, the register share of the synthesized area comes to 0%.
- The maximum number of pins on one net before global-route repair is 3.
- For this block, the initial DRC count from the detailed router was 1.
- In this run switching power makes up 26.0% of total power.
- TritonRoute reported its final design rule violation total as 0.
- The worst VDD IR drop from the latest analysis is 0.0000214 V.
- The overall die size recorded for this design is 6400 um^2.
- The detail route stage leaves a number of antenna-violating nets equal to 0.
- Per the timing report, the achievable frequency comes out to 0.226 GHz.
- The overall via count from detail_route is 266.
- The area of all sequential standard cells is 0 um^2.
- The average cell area after synthesis is 11.7 um^2.
- On the critical path the data arrives at 3.52 ns.
- The run reported a max-capacitance violation count of 0.
- For this design the top-level I/O count stands at 32.
- The total power consumption of the routed design is 0.0412 mW.
- Summed over all nets, the switching power comes to 0.0107 mW.
- The number of hold-repair buffers added at the cts stage is 0.
- The setup fix buffers added after clock tree synthesis is 0.
- The main area contributors are ha_1 93%, xor2_1 4.7%, inv_1 2.0%.
- The via count of the first global-routing pass was 343.
- The number of sequential cells reported for the layout is 0.
- In the layout the commonest cells are 25 x clkdlybuf4s50_1, 13 x ha_4, 3 x dlygate4sd2_1, 2 x clkdlybuf4s15_1, 2 x buf_2.
- The total area inside the core boundary comes to 3420 um^2.
- The synthesized netlist was found by Yosys to have 16 cells.
- The initial utilization of the core area, before any placement, comes to 5.49%.
- From left edge to right edge, the die measures 80 um.
- Looking at the critical path, the highest net fanout was 2.
- The number of diodes added for antenna fixing is 0.
- The period utilization is 98.2%.
- Row generation in the floorplan step produced 21 rows.
- The height of the die is 80 um.
- The most area-hungry cell type in the Yosys netlist is ha_1.
- The congestion estimate from routability-driven global placement came to 0.730.
- The cell area after technology mapping is 188 um^2.
- The quantity of I/O buffers inserted on ports is 32.
- In this run the tools logged warnings totalling 33.
- The worst slack at placement is -0.926 ns.
- The clock network accounts for 0% of the total power.
- The cell count after synthesis came out at 16.
- The wire length of the first global-routing pass is 1650 um.
- The final count of pins violating max slew is 0.
- Setup repair after global routing left no endpoint under its margin.
- Summed over all layers, the routed wires come to 1030 um.
- The area fraction of the largest cell type after synthesis is 93.3%.
- The power density of the placed cells is 57.5 nW/um^2.
- At the pin with the least slew margin, the transition time is 0.118 ns.
- The routed via count divided by cell count is 2.83.
- The area after detailed placement is 566 um^2.
- For reference, the final report shows the hold violation count at 0.
- The total global routing overflow is 0.
- STA classifies the critical path startpoint as a primary input.
- The final standard cell area without fillers is 717 um^2.
- Registers are responsible for 0% of the overall power.
- The clock buffer instance count of the final layout is 0.
- The worst path meets setup with 0.0792 ns of slack.
- The number of antenna violations at the first check in global routing is 0.
- The number of detailed-route iterations in the first pass is 2.
- The global router's overall resource usage is 3.14%.
- The detail-routed net length per standard cell is 11.0 um.
- The critical path endpoint has a required time of 3.60 ns.
- The netlist uses 3 different library cells.
- Combinational logic burns 100.0% of the power.
## power by group through the flow
stage	logic, mW	registers, mW	clock network, mW
4_1_cts	0.0423	0	0
5_1_grt	0.0472	0	0
6_report	0.0412	0	0
## Yosys cell counts
master   n
xor2_1   1
inv_1    1
ha_1    14
## per-stage QoR
stage / utilization, % / hold WS, ns / instances / TNS (ns)
after global placement: 16.6 / 2.73 / 94 / -3.22
final: 21.0 / 2.44 / 94 / 0
after CTS: 21.1 / 2.46 / 94 / -0.127
after global routing: 21.0 / 2.48 / 94 / 0
after floorplan: - / 1.81 / 16 / 0
after detailed placement: 16.6 / 2.74 / 94 / -3.43
## per-layer routing
| layer | part of all wire (%) | track usage, % | routed length, um | vias up |
|---|---|---|---|---|
| met3 | 28 | 3.30 | 291 | 0 |
| met1 | 42 | 3.76 | 438 | 111 |
| met4 | 0 | 0 | 0 | 0 |
| li1 | - | - | - | 125 |
| met2 | 29 | 4.01 | 304 | 30 |
| met5 | 0 | 0 | 0 | - |
## cell families (layout without fill, tap and decap cells)
family	after synthesis	in the layout	synth area share, %
xor+xnor	1	1	4.67
fa+ha+maj	14	14	93.3
buf+inv	1	33	2.00
## what timing repair did
action                     4_1_cts  5_1_grt
setup endpoints to repair        7        2
pin swaps                       13       12
resized                         37        4
## layout make-up
class                           count  area share, %
Timing Repair Buffer               32           42.8
Tap cell                           46           8.03
Multi-Input combinational cell     15           48.7
Inverter                            1          0.524
## critical path, stage by stage
cell,delay [ns]
clkdlybuf4s15_1,0.19
ha_2,0.19
ha_4,0.16
ha_4,0.15
ha_4,0.15
ha_4,0.15
ha_4,0.15
ha_4,0.15
ha_4,0.15
ha_4,0.15
ha_4,0.15
ha_4,0.15
ha_4,0.16
ha_4,0.16
ha_4,0.15
xor2_1,0.13
buf_2,0.11
## worst paths after layout
check,end,depth (start not counted),from
worst max-delay path,out[15],17,in[0]
worst min-delay path,out[0],3,in[0]
Power and IR drop assume default switching activity.
