File: flow/design.v
module add16 (input  wire [15:0] a, input  wire [15:0] b, output wire [15:0] sum
);
    wire [16:0] carry;
    assign carry[0] = 1'b0;
    genvar i;
    generate
        for (i = 0; i < 16; i = i + 1) begin
            assign sum[i]   = a[i] ^ b[i] ^ carry[i];
            assign carry[i+1] = (a[i] & b[i]) |
                                (a[i] & carry[i]) |
                                (b[i] & carry[i]);
        end
    endgenerate
endmodule
File: flow/run.sh
#!/bin/bash
# OpenROAD 26Q1-2900-gdf79404cd8, Yosys 0.63+post, stock flow scripts
make -C /OpenROAD-flow-scripts/flow DESIGN_CONFIG=/design/flow/config.mk WORK_HOME=/design/flow/orfs finish
File: flow/config.mk
export PLATFORM = sky130hd
export DESIGN_NAME = add16
export DESIGN_NICKNAME = add16
export VERILOG_FILES = /design/flow/design.v
export SDC_FILE = /design/flow/constraint.sdc
export NUM_CORES = 4
export LEC_CHECK = 1
export CORE_AREA = 10 10 72 72
export DIE_AREA = 0 0 82 82
File: flow/constraint.sdc
current_design add16

set clk_period 4.5
set clk_io_pct 0.2

create_clock -name clk0 -period $clk_period

set non_clock_inputs [all_inputs -no_clocks]
set_input_delay [expr $clk_period * $clk_io_pct] -clock clk0 $non_clock_inputs
set_output_delay [expr $clk_period * $clk_io_pct] -clock clk0 [all_outputs]
==> results.cfg <==
; physical design summary
[run_status]
status = finished with violations
violations_in_the_final_reports = negative setup slack

[power_and_ir_drop]
cellLeakagePower_nw = 0.3090
post-layout-total-power_mw = 0.09598
pwr_density_cell_mw_per_mm2 = 112.8
vdd.ir_drop.worst_mv = 0.03527

[final_layout]
filler_cell_count = 399
finish.utilization = 0.2307
synthToLayoutAreaGrowth_pct = 168.8
layout-drive-gt1-share = 0.4375
seq_cells = 0
final.clkbuf_count = 0
final_layout_top_logic_cell = sky130_fd_sc_hd__clkdlybuf4s50_1
final_area_sq_um = 850.8
mostFrequentLayoutCells = sky130_fd_sc_hd__clkdlybuf4s50_1, sky130_fd_sc_hd__fa_2, sky130_fd_sc_hd__buf_2
final-seq-area_sq_um = 0
mi_logic_area_sq_um = 364.1

[final_timing]
max_clock_freq_ghz = 0.1392
min_period_ns = 7.182
slew_headroom = 0.9201
slew_viol_final = 0
post-route-worst-setup-slack_ns = -2.682
timing.setup.tns_ns = -14.31
whs_ns = 2.435
timing.final.hold_violations = 0
worst-slew-pin-transition_ns = 0.1195
min_period_over_period = 1.596
timing.final.setup_violations = 9
rsz_0062_raised_after_global_routing = true

[grt]
track_usage = 0.04585
grt_remaining_overflow = 0
grt_start_max_net_pins = 2
antenna_found_initial = 0
first_pass_grt_wire_length_mm = 2.352
grt_pass1_vias = 439

[worst_setup_path]
endpoint_kind = primary output
worstPathCellList = buf_6 -> ha_4 -> fa_2 -> fa_2 -> fa_2 -> fa_2 -> fa_2 -> fa_2 -> fa_2 -> fa_2 -> fa_2 -> fa_2 -> fa_2 -> fa_2 -> fa_2 -> fa_2 -> xor3_1 -> buf_2
cp.buffers_inverters = 2
max_stage_delay_on_crit_path_ns = 0.36
critical-path-slowest-cell = sky130_fd_sc_hd__fa_2
worst_setup_path_start_kind = primary input
timing_worst_setup_path_type = in2out
critPathTopFamily = adder cells
critical_path.most_common_cell = sky130_fd_sc_hd__fa_2
worst-path-max-fanout = 1
worstPathArrival_ns = 6.28
cp.required_ns = 3.60

[floorplan]
die_area_sq_mm = 0.006724
fp_util = 0.08582
floorplan.die.width_um = 82
chipHeight_um = 82
ios = 48
floorplan.rows = 22
fp.coreArea_sq_mm = 0.003689

[hold_path]
hold_path_cells = 3
min_delay_worst_endpoint = sum[0]
hold_path_class = in2out
hold_start = a[0]

[clock_network]
cts.repair_timing.setup_buffer_count = 0
cts.hold.buffers_added = 0

[synthesis]
synthesis.area_per_instance_sq_um = 19.78
count_of_mapped_cells_out_of_synthesis = 16
ys_types = 3
synth-warning-count = 0
yosys-stat-area_sq_um = 316.6
synth-cells-yosys = 16
mappedNetlistArea_sq_um = 316.6
synth-seq-area-share = 0

[run]
log.warning_count = 35
max_cap_violations = 0

[detailed_routing]
wire_per_inst_um = 13.86
drc = 0
totalWireLength_mm = 1.552
via_per_inst = 3.161
drt_iter0_drc = 0
drt.antenna.violating_nets = 0
detail_route.antenna_diodes = 0
count_of_tritonroute_iterations_in_the_first_routing_pass = 1
detailroute.via_count = 354

[placed_design]
io_buffer_count = 48
gpl.final_weighted_congestion = 0.8616
detailed_place.area_sq_um = 904.6
worst min-delay path, delay by kind of cell:
family / cells / cell delay, ns
buffers and inverters: 2 / 0.52
adder cells (fa/ha/maj): 1 / 0.11
worst max path at each step:
stage / startpoint / to / slack [ns] / cells after the start
final: b[0] / sum[15] / -2.68 / 18
after CTS: b[0] / sum[15] / -3.29 / 18
after global routing: b[0] / sum[15] / -2.84 / 18
where the power goes:
group,internal [mW],switching [mW]
clock,0,0
combinational,0.0669,0.0291
sequential,0,0
synth_stat cells:
master | n | area (sq um)
sky130_fd_sc_hd__ha_1 | 1 | 12.51
sky130_fd_sc_hd__fa_1 | 14 | 280.3
sky130_fd_sc_hd__xor3_1 | 1 | 23.77
cell families (layout without fill, tap and decap cells):
| logic type | count (synthesis) | after routing | synth area share |
|---|---|---|---|
| XOR/XNOR | 1 | 1 | 0.07509 |
| adder cells (fa/ha/maj) | 15 | 15 | 0.9249 |
| buffers and inverters | 0 | 48 | 0 |
layer usage:
| metal | part of all wire | routed length (um) | global-route usage | vias to the layer above |
|---|---|---|---|---|
| met5 | 0 | 0 | 0 | - |
| met4 | 0 | 0 | 0 | 0 |
| met3 | 0.36 | 551 | 0.05507 | 0 |
| met2 | 0.31 | 484 | 0.05956 | 48 |
| met1 | 0.33 | 516 | 0.05061 | 160 |
| li1 | - | - | - | 146 |
area by class of cell:
class              count  area share
repair buffers        48      0.5015
multi-input cells     16      0.4279
well taps             48     0.07059
through the flow:
step	cells	setup slack (ns)
global route	112	-2.839
CTS	112	-3.294
finish	112	-2.682
detailed placement	112	-3.479
floorplan	16	-2.334
global placement	112	-3.468
timing repair:
| item | 4_1_cts | 5_1_grt |
|---|---|---|
| endpoints found under the setup margin | 11 | 10 |
| pin swaps | 16 | 15 |
| gates resized | 47 | 2 |
Power figures rest on the tool's default switching activity, not on a simulated workload.
