==> flow/design.v <==
module ALU (input  wire [15:0] x, input  wire [15:0] y,
    input  wire zx,
    input  wire nx,
    input  wire zy,
    input  wire ny,
    input  wire f,
    input  wire no,
            output wire [15:0] out,output wire zr, output wire ng
);
    wire [15:0] x1, x2;
    wire [15:0] y1, y2;
    wire [15:0] out_f;
    wire [15:0] out_n;
    assign x1 = zx ? 16'd0 : x;
    assign y1 = zy ? 16'd0 : y;
    assign x2 = nx ? ~x1 : x1;
    assign y2 = ny ? ~y1 : y1;
    assign out_f = f ? (x2 + y2) : (x2 & y2);
    assign out = no ? ~out_f : out_f;
    assign zr = (out == 16'd0);
    assign ng = out[15];    
endmodule
==> flow/run.sh <==
#!/bin/bash
# OpenROAD 26Q1-2900-gdf79404cd8, Yosys 0.63+post, stock flow scripts
make -C /OpenROAD-flow-scripts/flow DESIGN_CONFIG=/design/flow/config.mk WORK_HOME=/design/flow/orfs finish
==> flow/config.mk <==
export PLATFORM = sky130hd
export DESIGN_NAME = ALU
export DESIGN_NICKNAME = ALU
export VERILOG_FILES = /design/flow/design.v
export SDC_FILE = /design/flow/constraint.sdc
export NUM_CORES = 4
export LEC_CHECK = 1
export CORE_AREA = 10 10 108 108
export DIE_AREA = 0 0 118 118
==> flow/constraint.sdc <==
current_design ALU

set clk_period 8.6
set clk_io_pct 0.2

create_clock -name clk0 -period $clk_period

set non_clock_inputs [all_inputs -no_clocks]
set_input_delay [expr $clk_period * $clk_io_pct] -clock clk0 $non_clock_inputs
set_output_delay [expr $clk_period * $clk_io_pct] -clock clk0 [all_outputs]
==> impl_metrics.py <==
# Synthesis and PnR figures
metrics = {
    "run_status": {
        "status": "complete, no violations",
    },
    "worst_setup_path": {
        "timing_worst_setup_path_type": "input pin to output port",
        "timing.critical_path.fanout_max": 16,
        "cp.required_ns": 6.88,
        "critical_path.startpoint": "zy",
        "data_arrival_time_at_the_worst_slack_endpoint_ns": 5.74,
        "worst_setup_path_start_kind": "input pin",
        "endpoint_kind": "output port",
    },
    "drt": {
        "antenna_violating_nets_post_route": 0,
        "detailedRoute.firstIterationViolations": 54,
        "postRouteWirelength_mm": 5.40,
        "route.detailed.vias_per_inst": 4.33,
        "wl_per_cell_um": 12.9,
        "num_antenna_cells": 0,
        "detailedRoute.firstPassIterationCount": 4,
        "drcViolationCount": 0,
        "routed-via-count": 1817,
    },
    "yosys": {
        "number_of_distinct_library_cells_after_synthesis": 49,
        "netlist_instances": 246,
        "syn_area_um2": 1830,
        "ys_seq_share_pct": 0,
        "ys.warnings.count": 0,
        "synth_stat.cells": 246,
        "syn_avg_cell_area_um2": 7.45,
        "yosys_stat_area_um2": 1830,
    },
    "placed_design": {
        "placement.io_buffers": 56,
        "preCtsSetupSlack_ns": 1.08,
        "gp_routability_congestion": 0.828,
        "dp.final_hpwl_mm": 4.78,
        "place_area_um2": 2510,
    },
    "finish": {
        "fin_util_pct": 27.0,
        "nClkBuffers": 0,
        "final-seq-area_um2": 0,
        "final_layout_size_suffix_gt1_share_pct": 5.15,
        "seq_cells": 0,
        "fin_area_um2": 2510,
        "flow.area_growth_from_synthesis_pct": 36.8,
        "layout.filler_cells": 1042,
    },
    "clocking": {
        "cts_hold_buf": 0,
        "cts_resized": 0,
        "cts_setup_buffers": 0,
    },
    "sta": {
        "finalHoldViolations": 0,
        "timing.final.crit_share_pct": 86.7,
        "maxSlewViolCount": 0,
        "tns_ns": 0,
        "final.min_clock_period_ns": 7.46,
        "rsz0062_at_grt": "false",
        "setup_viol_count_final": 0,
        "timing_worst_slew_pin_value_ns": 0.779,
        "fin_ws_ns": 1.14,
        "maxSlewHeadroom_pct": 47.9,
        "maxClockFrequency_mhz": 134,
    },
    "die": {
        "floorplan.initialDensity_pct": 19.7,
        "ioPinCount": 56,
        "fp.coreArea_um2": 9280,
        "die_w_um": 118,
        "die-height_um": 118,
        "rows": 35,
        "dieArea_um2": 13900,
    },
    "grt": {
        "grt_max_degree": 24,
        "groute.usage.overall_pct": 7.51,
        "global_route_overflow": 0,
        "via_count_of_the_first_global_routing_pass": 1749,
        "grt_antenna_before_repair": 0,
        "wire_length_of_the_first_global_routing_pass_mm": 9.11,
    },
    "power": {
        "leakage_nw": 0.893,
        "worst_ir_drop_vdd_v": 0.0000291,
        "power.density_nw_per_um2": 108,
    },
    "job": {
        "max_capacitance_violation_count": 0,
        "warning_count": 32,
    },
    "worst_hold_path": {
        "hold-path-cell-count": 5,
        "hp-start": "f",
        "hp-class": "input pin to output port",
        "hold-path-endpoint": "out[9]",
    },
}
-- routing by layer --
metal  GRT usage (%)  wire (um)  vias up
met4               0          0        0
met2            10.2       2050       57
met3            1.85        425        0
met5               0          0        -
li1                -          -      966
met1            12.0       2930      794
-- area by class of cell --
type               count  area (um2)  share of cell area (%)
inverters              9        33.8                    1.35
repair buffers        59         583                    23.3
well taps            129         161                    6.44
multi-input cells    223        1730                    68.9
-- worst max-delay path by stage --
stage	slack [ns]	end	cells after the start
after CTS	1.09	zr	14
after global routing	0.87	zr	14
final	1.14	zr	14
-- cell usage in the layout (no fill, tap or decap), types with 4 or more instances in the layout --
cell             instances
o211ai_1                 6
a211oi_1                 4
nand2b_1                36
and2_1                   5
nor2_1                   9
clkdlybuf4s50_1         56
mux2i_1                  8
nand3_1                  6
nand2_1                 10
a31oi_1                  5
inv_1                    8
ha_1                    16
xnor2_1                 52
o21ai_0                  7
a21o_1                   6
a21oi_1                  9
-- cell usage after synthesis, drive strengths merged, types with 2 or more instances --
cell,count,area (um2)
buf,8,47.5
and3,4,30.0
or4,2,15.0
a21oi,9,45.0
xnor2,52,455
nand3b,2,15.0
o21ai,7,35.0
and2,5,31.3
mux2i,9,93.8
nand2,10,37.5
inv,9,33.8
o21a,2,15.0
o2bb2ai,3,26.3
a211o,2,17.5
a31oi,6,43.8
nor4,3,25.0
a211oi,6,55.1
nor2b,3,18.8
a21o,6,45.0
o211ai,6,45.0
clkbuf,6,22.5
nand4,3,18.8
nor2,9,33.8
a2111oi,2,42.5
nand2b,36,225
nor3b,2,15.0
nor3,2,10.0
nand3,6,30.0
ha,16,200
-- through the flow --
step                instances  power [W]  hold slack, ns
finish                    420   0.000271            4.78
global route              420   0.000301            4.85
CTS                       420   0.000272            4.80
floorplan                 246   0.000176            3.62
global placement          420   0.000270            4.77
detailed placement        420   0.000271            4.80
-- power by group --
part	internal, W	switching (W)	total [W]
Sequential	0	0	0
Combinational	0.000146	0.000124	0.000271
Clock	0	0	0
-- logic make-up after synthesis --
| group | Yosys count | synth area share (%) |
|---|---|---|
| compound gates | 55 | 23.3 |
| xor+xnor | 52 | 24.9 |
| fa+ha+maj | 17 | 12.0 |
| buf+inv | 23 | 5.67 |
| mux | 10 | 5.74 |
| simple gates | 89 | 28.4 |
-- critical path, cell delays in order --
cell,delay [ns]
clkdlybuf4s50_1,0.63
nand2b_1,0.26
xnor2_1,0.13
ha_1,0.24
fa_1,0.44
a21o_1,0.24
a211oi_2,0.20
a311o_2,0.26
mux2i_1,0.23
a211oi_2,0.06
xnor2_1,0.15
or4_1,0.56
nor4_2,0.13
clkdlybuf4s50_1,0.50
Power and IR drop assume default switching activity.
